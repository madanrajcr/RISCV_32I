`flow/design.v`:
```
package riscv_pkg;
  typedef enum logic [6:0] {
    R_TYPE = 7'b0110011,
    I_TYPE = 7'b0010011,
    LOAD   = 7'b0000011,
    STORE  = 7'b0100011,
    BRANCH = 7'b1100011,
    JAL    = 7'b1101111,
    JALR   = 7'b1100111,
    LUI    = 7'b0110111,
    AUIPC  = 7'b0010111
  } opcode_t;
  typedef enum logic [3:0] {
    ALU_ADD,    
    ALU_SUB,    
    ALU_SLL,    
    ALU_SLT,    
    ALU_SLTU,   
    ALU_XOR,    
    ALU_SRL,    
    ALU_SRA,    
    ALU_OR,     
    ALU_AND     
  } alu_op_t;
  typedef struct packed {
    logic       reg_write;     
    logic       mem_write;     
    logic       mem_read;      
    logic [1:0] next_pc_sel;   
    logic [1:0] op_a_sel;      
    logic [1:0] op_b_sel;      
    logic [3:0] alu_op;        
    logic [2:0] mem_size;      
  } ctrl_signals_t;
endpackage : riscv_pkg
module instr_memory (
    input  logic [31:0] addr,   
    output logic [31:0] data    
);
  logic [31:0] mem[1024];
  always_comb begin
    data = mem[addr[11:2]];
  end
  initial begin
    mem[0]  = 32'h00000013;   
    mem[1]  = 32'h00500093;   
    mem[2]  = 32'h00A00113;   
    mem[3]  = 32'h00300193;   
    mem[4]  = 32'h00800213;   
    mem[5]  = 32'h002080B3;   
    mem[6]  = 32'h40318133;   
    mem[7]  = 32'h004181B3;   
    mem[8]  = 32'h00112223;   
    mem[9]  = 32'h00311423;   
    mem[10] = 32'h00410523;   
    mem[11] = 32'h00412503;   
    mem[12] = 32'h00811583;   
    mem[13] = 32'h00A10603;   
  end
endmodule
```
`flow/run.sh`:
```
#!/bin/bash
# OpenROAD 26Q1-2900-gdf79404cd8, Yosys 0.63+post, stock flow scripts
make -C /OpenROAD-flow-scripts/flow DESIGN_CONFIG=/design/flow/config.mk WORK_HOME=/design/flow/orfs finish
```
`flow/config.mk`:
```
export PLATFORM = sky130hd
export DESIGN_NAME = instr_memory
export DESIGN_NICKNAME = instr_memory
export VERILOG_FILES = /design/flow/design.v
export SDC_FILE = /design/flow/constraint.sdc
export NUM_CORES = 4
export LEC_CHECK = 1
export CORE_AREA = 10 10 70 70
export DIE_AREA = 0 0 80 80
export SYNTH_MEMORY_MAX_BITS = 65536
```
`flow/constraint.sdc`:
```
current_design instr_memory

set clk_period 1.0
set clk_io_pct 0.2

create_clock -name clk0 -period $clk_period

set non_clock_inputs [all_inputs -no_clocks]
set_input_delay [expr $clk_period * $clk_io_pct] -clock clk0 $non_clock_inputs
set_output_delay [expr $clk_period * $clk_io_pct] -clock clk0 [all_outputs]
```
==> impl_metrics.json <==
{
  "place_hpwl_microns": 1180,
  "ys_area_sq_um": 384,
  "setup_ws_ns": -0.315,
  "grt_util_met3_pct": 1.14,
  "seqPwrFrac_pct": 0,
  "clkPwrFrac_pct": 0,
  "via_count": 444,
  "crit_slowest_cell": "mux4_2",
  "failed_checks": "negative setup slack",
  "viasPerCell": 3.19,
  "coreArea_sq_um": 3420,
  "postSynthSeqShare_pct": 0,
  "simple_gate_area_share_pct": 16.0,
  "die_w_microns": 80,
  "flop_area_sq_um": 0,
  "hold_viol": 0,
  "cp_data_arrival_time_ns": 1.11,
  "most-common-layout-cells": "17 x conb_1, 16 x buf_4, 10 x buf_2",
  "antenna_found_initial": 0,
  "grt_use_total_pct": 4.02,
  "ys.warnings.count": 1,
  "crit_path_max_incr_delay_ns": 0.44,
  "gp_congestion": 0.774,
  "drt_iter0_drc": 2,
  "rsz0062_at_grt": "true",
  "worst-path-max-fanout": 3,
  "muxShareOfSynthArea_pct": 11.1,
  "path_buffers": 3,
  "grt_overflow": 0,
  "crit_chain": "buf_8 -> inv_6 -> ha_4 -> mux4_2 -> buf_2",
  "grt_start_max_net_pins": 10,
  "cp_top_family": "multiplexers",
  "max-vdd-ir-drop_v": 0.0000677,
  "cp-end-kind": "output pin",
  "top_usage_layer": "met2",
  "post-route-period-util_pct": 131,
  "grt_pass1_wl_microns": 2200,
  "maxCapViolations": 0,
  "clock_buffers": 0,
  "p_per_area_nw_per_um2": 371,
  "drive_gt1_share_pct": 62.4,
  "status": "complete, but fails checks",
  "dieArea_sq_um": 6400,
  "maxSlewViolCount": 0,
  "p_comb_share_pct": 100.0,
  "syn_area_per_cell_sq_um": 6.98,
  "hold_class": "input port to output pin",
  "synth_cell_types": 22,
  "wire_per_inst_microns": 10.4,
  "top_logic_kind": "buffers and inverters",
  "min_period_ns": 1.31,
  "ioPinCount": 64,
  "yosys_cells": 55,
  "area.growth.synth_to_final_pct": 122,
  "switching_share_pct": 37.8,
  "startpoint_type": "input port",
  "stdcell_area_sq_um": 853,
  "place_area_sq_um": 657,
  "die_h_microns": 80,
  "adder_share_pct": 13.0,
  "criticalPathCategory": "input port to output pin",
  "fmax_mhz": 761,
  "dr.pass1.iters": 3,
  "ys_sh_aoi_pct": 16.6,
  "drc_errors": 0,
  "fp_util_pct": 11.2,
  "worst-endpoint-required_ns": 0.80,
  "whs_ns": 0.756,
  "totalWireLength_microns": 1450,
  "internal_power_uw": 197,
  "n_antenna_cell": 0,
  "cts.hold.buffers_added": 0,
  "grt_use_met2_pct": 7.06,
  "netlist_area_sq_um": 384,
  "grtUsageMet1_pct": 5.03,
  "portBuffers": 19,
  "finalSetupTns_ns": -1.58,
  "fp-row-count": 21,
  "ys_sh_xor_pct": 0,
  "antenna_left": 0,
  "seq_cells": 0,
  "final_common_cell": "conb_1",
  "openroad.warnings": 66,
  "setup_violations": 11,
  "p_sw_uw": 120,
  "p_leak_nw": 0.432,
  "grt_pass1_vias": 478,
  "syn_inst": 55
}
-- power groups by stage --
stage	clock network (mW)	registers [mW]	logic, mW
final	0	0	0.317
after global routing	0	0	0.347
after CTS	0	0	0.297
-- cells in the mapped netlist, types with 2 or more instances --
library cell / n / share of area (%)
nand2_1: 3 / 2.9
buf_4: 17 / 33
ha_1: 4 / 13
conb_1: 2 / 2.0
nand3_1: 2 / 2.6
inv_1: 3 / 2.9
o21ai_0: 3 / 3.9
mux2i_1: 2 / 5.2
nor2_1: 4 / 3.9
nand2b_1: 2 / 3.3
a21oi_1: 2 / 2.6
-- metrics by stage --
step | power (mW) | setup slack [ns] | utilization [%] | instances
after floorplan | 0.124 | -0.0381 | - | 70
after global placement | 0.238 | -1.20 | 19.2 | 127
after detailed placement | 0.238 | -1.21 | 19.2 | 127
after CTS | 0.297 | -0.318 | 23.7 | 135
after global routing | 0.347 | -0.327 | 25.0 | 139
final | 0.317 | -0.315 | 25.0 | 139
-- layer usage --
layer / vias to the layer above / share of wire (%) / wire length [microns]
met5: - / 0 / 0
met4: 0 / 0 / 0
met3: 0 / 8.8 / 128
met2: 20 / 48 / 703
met1: 203 / 43 / 618
li1: 221 / - / -
-- kinds of logic (layout without fill, tap and decap cells) --
group,after synthesis,after routing
muxes,3,3
and+or+nand+nor,13,13
buffers and inverters,23,46
adders and majority gates,4,4
other,2,17
AOI/OAI and AO/OA,10,10
-- timing repair --
action / in CTS / in global routing
setup endpoints to repair: 15 / 14
cloned: 0 / 0
pin swaps: 9 / 6
resized: 101 / 9
buffers inserted: 8 / 5
-- path summary, 6_finish.rpt --
kind	slack [ns]	cells past startpoint	from	endpoint
worst max-delay path	-0.31	5	addr[2]	data[21]
worst min-delay path	0.76	4	addr[4]	data[8]
-- area by class of cell --
cell class	instances	area (sq um)
inverters	4	42.5
well taps	46	57.6
repair buffers	42	378
multi-input cells	47	375
fillers	367	2560
No activity file was given, so power comes from the tool's default toggle rates.
