`run.sh`:
```
#!/bin/bash
# OpenROAD 26Q1-2900-gdf79404cd8, Yosys 0.63+post, stock flow scripts
make -C /OpenROAD-flow-scripts/flow DESIGN_CONFIG=/design/flow/config.mk WORK_HOME=/design/flow/orfs finish
```
`constraint.sdc`:
```
current_design reg_file

set clk_period 8.1
set clk_io_pct 0.2

create_clock -name clk0 -period $clk_period [get_ports {clk}]

set non_clock_inputs [all_inputs -no_clocks]
set_input_delay [expr $clk_period * $clk_io_pct] -clock clk0 $non_clock_inputs
set_output_delay [expr $clk_period * $clk_io_pct] -clock clk0 [all_outputs]
```
`config.mk`:
```
export PLATFORM = sky130hd
export DESIGN_NAME = reg_file
export DESIGN_NICKNAME = reg_file
export VERILOG_FILES = /design/flow/design.v
export SDC_FILE = /design/flow/constraint.sdc
export NUM_CORES = 4
export LEC_CHECK = 1
export CORE_UTILIZATION = 30
```
`design.v`:
```
package riscv_pkg;
  typedef enum logic [6:0] {
    R_TYPE = 7'b0110011,
    I_TYPE = 7'b0010011,
    LOAD   = 7'b0000011,
    STORE  = 7'b0100011,
    BRANCH = 7'b1100011,
    JAL    = 7'b1101111,
    JALR   = 7'b1100111,
    LUI    = 7'b0110111,
    AUIPC  = 7'b0010111
  } opcode_t;
  typedef enum logic [3:0] {
    ALU_ADD,    
    ALU_SUB,    
    ALU_SLL,    
    ALU_SLT,    
    ALU_SLTU,   
    ALU_XOR,    
    ALU_SRL,    
    ALU_SRA,    
    ALU_OR,     
    ALU_AND     
  } alu_op_t;
  typedef struct packed {
    logic       reg_write;     
    logic       mem_write;     
    logic       mem_read;      
    logic [1:0] next_pc_sel;   
    logic [1:0] op_a_sel;      
    logic [1:0] op_b_sel;      
    logic [3:0] alu_op;        
    logic [2:0] mem_size;      
  } ctrl_signals_t;
endpackage : riscv_pkg
module reg_file (
    input  logic        clk,
    input  logic        rst_n,
    input  logic [ 4:0] rs1_addr,
    input  logic [ 4:0] rs2_addr,
    input  logic [ 4:0] rd_addr,
    input  logic [31:0] rd_data,
    input  logic        rd_we,
    output logic [31:0] rs1_data,
    output logic [31:0] rs2_data
);
  logic [31:0] registers[32];
  assign rs1_data = (rs1_addr == 0) ? 32'b0 : registers[rs1_addr];
  assign rs2_data = (rs2_addr == 0) ? 32'b0 : registers[rs2_addr];
  always_ff @(posedge clk or negedge rst_n) begin
    if (!rst_n) begin
      for (int i = 0; i < 32; i++) begin
        registers[i] <= 32'b0;
      end
    end else if (rd_we && rd_addr != 0) begin
      registers[rd_addr] <= rd_data;
    end
  end
endmodule
```
==> flow_metrics.tcl <==
# flow metrics
set metrics [dict create \
    outcome "finished clean" \
    hold_path_end "registers[2][27]$_DFFE_PN0P_" \
    worst_setup_hold_path_clk_slew_ns 0.06 \
    period_minus_slack_ns 7.52 \
    power_mw 14.4 \
    cts_max_path_buffers 3 \
    cts_hold_buffers 0 \
    clock_tree_from_tritoncts "built" \
    htree_num_levels 3 \
    hold_path_class "reg2reg" \
    layout.cells.most_common "sky130_fd_sc_hd__nand3_1" \
    setup_viol_count_final 0 \
    clock_skew_ns 0 \
    max-slew-margin-rel_pct 33.7 \
    rows 153 \
    grt_antenna_before_repair 14 \
    setup.worst_path.end_class "output port" \
    postSynthCellCount 4998 \
    min_period_over_period_pct 92.8 \
    place_hpwl_um 160000 \
    power.density_cell_area_nw_per_um2 236 \
    max_slew.worst_pin.slew_ns 0.994 \
    fraction_of_the_yosys_area_taken_by_sequential_cells_pct 46.9 \
    yosysCellCount 4998 \
    layout_setup_ws_ns 0.580 \
    wl_per_cell_um 36.4 \
    reg_top3 "registers x992" \
    final_layout_size_suffix_gt1_share_pct 30.7 \
    fp.coreArea_um2 175000 \
    crit_required_ns 6.48 \
    wire_length_of_the_first_global_routing_pass_um 371000 \
    setup_total_negative_slack_ns 0 \
    top_register "registers" \
    drtAntennaViolNets 0 \
    peak_supply_drop_v 0.000174 \
    fillCellCount 17256 \
    fp_util_pct 30.3 \
    place.port_buffers 113 \
    reg2regPathDepth 1 \
    setup.worst_path.start_class "primary input" \
    clk_sink_count 992 \
    cts.repair_timing.setup_buffer_count 0 \
    ys.flop_type "sky130_fd_sc_hd__dfrtp_1" \
    chip_area_um2 178000 \
    first_global_vias 47053 \
    synth-edff-count 0 \
    ys_area_um2 53000 \
    maxClockFrequency_mhz 133 \
    detailroute.via_count 48487 \
    post_synth_arst_share_pct 100 \
    warning_count_from_the_yosys_run 2 \
    critical_path.reg2reg.endpoint "registers[25][11]$_DFFE_PN0P_" \
    hold_viol 0 \
    grt_max_degree 116 \
    cts_resized 0 \
    power.static_leakage_nw 25.6 \
    wirelength_um 267000 \
    drc 0 \
    globalRouteOverflowTotal 0 \
    maxCapViolations 0 \
    drt-vias-per-instance 6.61 \
    flow.area_growth_from_synthesis_pct 14.8 \
    cp_max_fo 26 \
    lay_top_cells "1,132 x sky130_fd_sc_hd__nand3_1, 998 x sky130_fd_sc_hd__mux2_2, 992 x sky130_fd_sc_hd__dfrtp_1" \
    post-route-util_pct 34.8 \
    drt-pass1-iter-count 7 \
    initialDrtViolationCount 6517 \
    flip_flop_count_of_the_largest_register_after_layout 992 \
    netlist_area_um2 53000 \
    synth.distinct_cells 72 \
    stage_log_warnings 41 \
    fp.dieW_um 422 \
    worstSkewPairLatency_ns 0.76 \
    hold-path-cell-count 1 \
    worstReg2RegStart "registers[25][11]$_DFFE_PN0P_" \
    start_point_of_the_worst_min_delay_path "registers[2][27]$_DFFE_PN0P_" \
    pin_count 114 \
    pre_cts_slack_ns 0.856 \
    grt.total_usage_pct 30.1 \
    critical_path_class "in2out" \
    slew_violations 0 \
    unrepaired_setup_endpoints_after_global_routing "no" \
    cts-buffers-inserted 108 \
    globalplace.congestion 1.04 \
    avgSynthCellArea_um2 10.6 \
    worst-endpoint-arrival_ns 5.90 \
    synth-seq-cells 992 \
    die-height_um 422 \
    setup.reg_to_reg.worst_slack_ns 7.20 \
    clock_tree.root_cell "sky130_fd_sc_hd__clkbuf_16" \
]
worst max-delay path by stage:
stage	startpoint	end	slack (ns)	cells past startpoint
CTS	rs1_addr[3]	rs1_data[0]	0.85	8
finish	rs1_addr[3]	rs1_data[0]	0.58	8
global route	rs1_addr[2]	rs1_data[14]	0.84	9
critical path, cell delays in order:
cell,delay (ns)
sky130_fd_sc_hd__buf_2,0.57
sky130_fd_sc_hd__and3b_2,1.00
sky130_fd_sc_hd__and2_1,0.85
sky130_fd_sc_hd__buf_4,0.41
sky130_fd_sc_hd__a22oi_1,0.12
sky130_fd_sc_hd__o2111a_1,0.17
sky130_fd_sc_hd__a21oi_1,0.51
sky130_fd_sc_hd__clkdlybuf4s50_1,0.60
routing by layer:
layer	track usage, %	vias up	part of all wire (%)	wire, µm
li1	-	18868	-	-
met1	37.5	24316	36	95000
met2	40.9	4059	40	108000
met3	16.1	1233	16	41500
met4	18.8	11	8.2	22000
met5	1.34	-	0.13	348
metrics by stage:
stage / hold slack, ns / instance area, µm² / cells
2_1_floorplan: 0.485 / 53000 / 4998
5_1_grt: 0.541 / 60800 / 7320
3_3_place_gp: 0.503 / 57000 / 7117
6_report: 0.524 / 60800 / 7337
4_1_cts: 0.523 / 60800 / 7318
3_5_place_dp: 0.508 / 57000 / 7117
area by class of cell:
class | count | area (µm²) | area share (%)
well taps | 2325 | 2910 | 4.78
multi-input cells | 3428 | 26000 | 42.8
clock inverters | 51 | 646 | 1.06
flip-flops and latches | 992 | 24800 | 40.8
diodes | 19 | 47.5 | 0.0782
inverters | 2 | 7.51 | 0.0123
repair buffers | 370 | 3260 | 5.36
clock buffers | 150 | 3100 | 5.10
power by group:
group          total (mW)  switching [mW]  internal [mW]
logic                2.23            1.15           1.08
registers            6.82           0.901           5.92
clock network        5.30            2.21           3.09
total                14.4            4.26           10.1
Yosys cell counts (5+ instances only):
cell type                   count  share of area (%)
sky130_fd_sc_hd__o21ai_0       11               0.10
sky130_fd_sc_hd__nor4bb_1       8               0.15
sky130_fd_sc_hd__and2_0         5              0.059
sky130_fd_sc_hd__a2111oi_0     34               0.56
sky130_fd_sc_hd__buf_6          9               0.19
sky130_fd_sc_hd__a211oi_1       5              0.071
sky130_fd_sc_hd__nand3_1     1134                 11
sky130_fd_sc_hd__nor4_1        76               0.90
sky130_fd_sc_hd__and4_1        27               0.45
sky130_fd_sc_hd__nor2b_1       15               0.18
sky130_fd_sc_hd__and3b_1       11               0.18
sky130_fd_sc_hd__buf_4          5              0.071
sky130_fd_sc_hd__a222oi_1      20               0.38
sky130_fd_sc_hd__nor3b_1       10               0.14
sky130_fd_sc_hd__dfrtp_1      992                 47
sky130_fd_sc_hd__a31oi_1       53               0.63
sky130_fd_sc_hd__buf_2        198                1.9
sky130_fd_sc_hd__a21oi_1      107                1.0
sky130_fd_sc_hd__nand2b_1       9               0.11
sky130_fd_sc_hd__nor3_1        24               0.23
sky130_fd_sc_hd__mux2_2       998                 21
sky130_fd_sc_hd__a22oi_1      156                2.2
sky130_fd_sc_hd__clkbuf_1     267                1.9
sky130_fd_sc_hd__nand3b_1       9               0.13
sky130_fd_sc_hd__and3_1       132                1.6
sky130_fd_sc_hd__nor2_1        36               0.26
sky130_fd_sc_hd__mux2i_1       14               0.26
sky130_fd_sc_hd__a22o_1        39               0.64
sky130_fd_sc_hd__a221oi_1       7               0.12
sky130_fd_sc_hd__nand4_1      290                3.4
sky130_fd_sc_hd__a221o_1       29               0.55
sky130_fd_sc_hd__o31a_1         7               0.12
sky130_fd_sc_hd__nand2_1       57               0.40
sky130_fd_sc_hd__a32oi_1        8               0.13
sky130_fd_sc_hd__buf_1         96               0.68
sky130_fd_sc_hd__a32o_1         6               0.11
sky130_fd_sc_hd__nor2_2         5              0.059
sky130_fd_sc_hd__and2_1        23               0.27
kinds of logic after synthesis:
kind of cell           after synthesis  synth area share [%]
AND/OR/NAND/NOR                   1903                  19.8
flip-flops                         992                  46.9
multiplexers                      1014                  21.5
buffers and inverters              578                  4.73
AND-OR/OR-AND                      511                  7.11
Power is estimated from default activity; no workload was simulated.
