==> design/flow/design.v <==
package riscv_pkg;
  typedef enum logic [6:0] {
    R_TYPE = 7'b0110011,
    I_TYPE = 7'b0010011,
    LOAD   = 7'b0000011,
    STORE  = 7'b0100011,
    BRANCH = 7'b1100011,
    JAL    = 7'b1101111,
    JALR   = 7'b1100111,
    LUI    = 7'b0110111,
    AUIPC  = 7'b0010111
  } opcode_t;
  typedef enum logic [3:0] {
    ALU_ADD,    
    ALU_SUB,    
    ALU_SLL,    
    ALU_SLT,    
    ALU_SLTU,   
    ALU_XOR,    
    ALU_SRL,    
    ALU_SRA,    
    ALU_OR,     
    ALU_AND     
  } alu_op_t;
  typedef struct packed {
    logic       reg_write;     
    logic       mem_write;     
    logic       mem_read;      
    logic [1:0] next_pc_sel;   
    logic [1:0] op_a_sel;      
    logic [1:0] op_b_sel;      
    logic [3:0] alu_op;        
    logic [2:0] mem_size;      
  } ctrl_signals_t;
endpackage : riscv_pkg
module mem_access_control (
    input  logic [ 2:0] mem_size,
    input  logic [31:0] addr,
    output logic [ 3:0] byte_enable,
    input  logic [31:0] read_data,
    output logic [31:0] formatted_read_data
);
  always_comb begin
    byte_enable = 4'b0000;
    formatted_read_data = 32'b0;
    case (mem_size)
      3'b000: begin   
        case (addr[1:0])
          2'b00: begin
            byte_enable = 4'b0001;
            formatted_read_data = {{24{read_data[7]}}, read_data[7:0]};
          end
          2'b01: begin
            byte_enable = 4'b0010;
            formatted_read_data = {{24{read_data[15]}}, read_data[15:8]};
          end
          2'b10: begin
            byte_enable = 4'b0100;
            formatted_read_data = {{24{read_data[23]}}, read_data[23:16]};
          end
          2'b11: begin
            byte_enable = 4'b1000;
            formatted_read_data = {{24{read_data[31]}}, read_data[31:24]};
          end
        endcase
      end
      3'b001: begin   
        case (addr[1])
          1'b0: begin
            byte_enable = 4'b0011;
            formatted_read_data = {{16{read_data[15]}}, read_data[15:0]};
          end
          1'b1: begin
            byte_enable = 4'b1100;
            formatted_read_data = {{16{read_data[31]}}, read_data[31:16]};
          end
        endcase
      end
      3'b010: begin   
        byte_enable = 4'b1111;
        formatted_read_data = read_data;
      end
      default: begin
        byte_enable = 4'b0000;
        formatted_read_data = 32'b0;
      end
    endcase
  end
endmodule
==> design/flow/run.sh <==
#!/bin/bash
# OpenROAD 26Q1-2900-gdf79404cd8, Yosys 0.63+post, stock flow scripts
make -C /OpenROAD-flow-scripts/flow DESIGN_CONFIG=/design/flow/config.mk WORK_HOME=/design/flow/orfs finish
==> design/flow/config.mk <==
export PLATFORM = sky130hd
export DESIGN_NAME = mem_access_control
export DESIGN_NICKNAME = mem_access_control
export VERILOG_FILES = /design/flow/design.v
export SDC_FILE = /design/flow/constraint.sdc
export NUM_CORES = 4
export LEC_CHECK = 1
export CORE_AREA = 10 10 70 70
export DIE_AREA = 0 0 80 80
==> design/flow/constraint.sdc <==
current_design mem_access_control

set clk_period 3.4
set clk_io_pct 0.2

create_clock -name clk0 -period $clk_period

set non_clock_inputs [all_inputs -no_clocks]
set_input_delay [expr $clk_period * $clk_io_pct] -clock clk0 $non_clock_inputs
set_output_delay [expr $clk_period * $clk_io_pct] -clock clk0 [all_outputs]
==> CHANGELOG.md <==
## Implementation

* Outcome: completed
* Fin. Hold Viols at 0
* Die area at 6400 µm²
* Post-synth cell types at 26
* Most common cell on crit path: clkdlybuf4s50_1
* Cts hold-fix bufs at 0
* Family with the most delay on the worst path: buffers and inverters
* Core footprint at 3420 µm²
* CP startpoint kind: primary input
* Clock buffers at 0
* Post-Syn Instances at 126
* Finished Cell Area at 1740 µm²
* Setup TNS at 0 ns
* Final ANT Viol Nets at 0
* Sequential share of power at 0
* CP bufs+invs at 3
* Area Overhead vs Synth at 95.8%
* Chip Height at 80 µm
* Gate power share at 1.000
* Die W at 80 µm
* Num rows at 21
* Yosys xor share at 0
* Buffers added on ports at 73
* Post-route clock period utilization at 0.955
* Vias in the first global route at 1,209
* Cells in synth_stat.txt at 126
* Synth Area per Inst at 7.06 µm²
* Largest net degree at the start of global routing at 27
* MaxCap Viol Count at 0
* Max Clk Rate at 0.308 GHz
* Cell area power density at 125 nW/µm²
* Switching share of power at 0.358
* RSZ-0062 raised after global routing: no
* ANT cells at 0
* CP Cell Sequence: clkdlybuf4s50_1 > nor2b_1 > a22oi_2 > buf_12 > a221oi_1 > clkdlybuf4s50_1
* Half-perimeter wire length after placement at 3.22 mm
* Fin crit period at 3.25 ns
* Aoi share at 0.512
* Adder share at 0
* Hold Startpoint: addr[0]
* Setup crit start: addr[1]
* Basic Gates by Area at 0.210
* Num sequential at 0
* Sequential area share after synthesis at 0
* First-pass GRT wire length at 5.98 mm
* # fillers at 345
* WHS at 2.19 ns
* Placer Congestion at 0.817
* Power after layout at 218 µW
* Worst-path fanout max at 23
* Clock Power Share at 0
* 1st-iter DRT viols at 67
* Switching power at 78.2 µW
* Yosys stat area at 890 µm²
* Crit path capture type: output port
* Drt total wl at 3.81 mm
* Leak at 0.669 nW
* Worst slew margin at 0.790
* Floorplan core density at 0.260
* CP max stage cell: clkdlybuf4s50_1
* Placed Area at 1740 µm²
* Yosys warns at 1
* MUX share of area at 0.138
* Slew @ Worst Pin at 0.315 ns
* Antenna violations before repair at 0
* Layout cell share with drive strength beyond 1 at 0.200
* Hold Crit Class: in -> out
* Drt via density at 5.07
* Total gr overflow at 0
* Stage-log warning count at 62
* FF/Latch Area at 0 µm²
* Overall Global Routing Usage at 0.110
* Main logic family: AND-OR/OR-AND gates
* Via count at 1,246
* Top Ports at 103
* Max-slew violation count at 0
* Crit path DRT at 2.72 ns
* Max VDD drop at 0.0641 mV
* Critical setup path kind: in -> out
* WL/cell at 15.5 µm
* DRC viols at 0
* Internal power at 140 µW
* Mapped Area at 890 µm²
* Finish-stage setup viols at 0
* Worst EP arrival at 2.57 ns
* DR pass1 iterations at 4
* Max incr delay on CP at 0.57 ns
## power groups by stage
stage | Combinational [mW] | Sequential [mW] | Clock, mW
after CTS | 0.222 | 0 | 0
after global routing | 0.239 | 0 | 0
final | 0.218 | 0 | 0
## logic make-up after synthesis
| group | after synthesis |
|---|---|
| multiplexers | 11 |
| buffers and inverters | 25 |
| AND-OR/OR-AND | 55 |
| AND/OR/NAND/NOR | 35 |
## stage by stage
step / util / setup slack, ns / cells
detailed placement: 0.509 / 0.0624 / 246
global placement: 0.509 / 0.0589 / 246
floorplan: - / 1.01 / 126
CTS: 0.509 / 0.0522 / 246
global route: 0.510 / 0.0211 / 246
finish: 0.510 / 0.152 / 246
## synthesized netlist by cell type
cell type  count  area share
a21o_1         1      0.0084
a21oi_1       11       0.062
a221oi_1       8       0.079
a22oi_2        1       0.014
a2bb2oi_1      1      0.0098
a32oi_1        7       0.069
buf_1          1      0.0042
buf_2          4       0.023
buf_4          1      0.0084
buf_6          3       0.038
clkbuf_1       7       0.030
inv_1          9       0.038
mux2_2        10        0.13
mux2i_1        1       0.011
nand2_1       17       0.072
nand2b_1       9       0.063
nor2_1         3       0.013
nor2b_1        1      0.0070
nor3b_2        2       0.028
nor4b_1        1      0.0098
o211ai_1       7       0.059
o211ai_2      10        0.14
o21ai_0        2       0.011
o31ai_1        7       0.059
or2_1          1      0.0070
or3b_1         1      0.0098
## per-layer routing
metal | global-route usage | wire (µm)
met5 | 0 | 0
met4 | 0.00528 | 17
met3 | 0.0432 | 469
met2 | 0.177 | 1700
met1 | 0.143 | 1630
## area by class of cell
type	count	area (µm²)	area share
inverters	9	33.8	0.0194
repair buffers	90	886	0.509
well taps	46	57.6	0.0330
multi-input cells	101	764	0.439
## final timing paths
check                                      to  slack, ns  depth (start not counted)
worst max-delay path  formatted_read_data[11]       0.15                          6
worst min-delay path           byte_enable[1]       2.19                          4
## layout by cell type, fill, tap and decap left out, drive strengths merged
cell and count:
or3b 1, buf 17, a21oi 11, nand2b 9
o211ai 17, nand2 17, nor3b 2, dlymetal6s2s 1
a221oi 8, o31ai 7, a32oi 7, a22oi 1
or2 1, o21ai 2, nor2b 1, nor4b 1
inv 9, mux2i 1, a2bb2oi 1, nor2 3
a21o 1, clkdlybuf4s50 72, mux2 10
## what timing repair did
item	in CTS	in global routing
buffers inserted	0	0
endpoints found under the hold margin	0	0
gates resized	0	1
setup endpoints to repair	0	15
Power is estimated from default activity; no workload was simulated.
